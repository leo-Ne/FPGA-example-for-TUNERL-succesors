$ cat flow/config.mk
export PLATFORM = sky130hd
export DESIGN_NAME = Subtract
export DESIGN_NICKNAME = Subtract
export VERILOG_FILES = /design/flow/design.v
export SDC_FILE = /design/flow/constraint.sdc
export NUM_CORES = 4
export LEC_CHECK = 1
export CORE_UTILIZATION = 40
$ cat flow/constraint.sdc
current_design Subtract

set clk_period 1.0
set clk_io_pct 0.2

create_clock -name clk0 -period $clk_period [get_ports {clk}]

set non_clock_inputs [all_inputs -no_clocks]
set_input_delay [expr $clk_period * $clk_io_pct] -clock clk0 $non_clock_inputs
set_output_delay [expr $clk_period * $clk_io_pct] -clock clk0 [all_outputs]
$ cat flow/design.v
module Subtract(
	input wire n_rst,
	input wire clk,
	input wire signed [7:0] A,
	input wire signed [7:0] B,
	output reg signed [8:0] C,
	output reg signed [7:0] D,
	output reg signed [14:0] E,
	output reg signed [7:0] F
);
always@(posedge clk or negedge n_rst) begin
	if(!n_rst) begin
		C <= 9'sd0;
		D <= 8'sd0;
		E <= 15'sd0;
		F <= 8'sd0;
	end
	else begin
		C <= A + B;
		D <= A - B;
		E <= A * B;
		F <= A / B;
	end
end
endmodule
$ cat flow/run.sh
#!/bin/bash
# OpenROAD 26Q1-2900-gdf79404cd8, Yosys 0.63+post, stock flow scripts
make -C /OpenROAD-flow-scripts/flow DESIGN_CONFIG=/design/flow/config.mk WORK_HOME=/design/flow/orfs finish
==> flow_metrics.py <==
# Physical implementation metrics
metrics = {
    "power_and_ir_drop": {
        "power_density_nw_per_um2": 1930,
        "vdd_drop_max_mv": 3.48,
        "p_total_mw": 18.6,
        "power_leakage_nw": 4.66,
        "pwr-share-clk_pct": 10.4,
        "intPower_mw": 11.3,
        "p_sw_share_pct": 39.0,
        "seqPwrFrac_pct": 12.4,
        "pwr-share-comb_pct": 77.2,
        "power_switching_mw": 7.26,
    },
    "global_routing": {
        "grt_max_degree": 29,
        "grt_usage_pct": 24.6,
        "antenna_found_initial": 0,
        "grt_pass1_wl_um": 27700,
        "overflow": 0,
        "grt_pass1_vias": 5427,
    },
    "clocking": {
        "tritoncts": "yes",
        "clk_pin_slew_worst_paths_ps": 60,
        "cts_buffers": 5,
        "cts.sinks": 39,
        "ctsHtreeMaxLevel": 2,
        "root_buffer": "clkbuf_16",
        "cts.path.max_buffers": 2,
    },
    "synth": {
        "ys.flop_type": "dfrtp_1",
        "synthDistinctLibCells": 67,
        "syn-cell-area_um2": 5880,
        "ys.flops": 39,
        "yosys.stat.seqShare_pct": 16.6,
        "syn_inst": 639,
        "yosys-stat-cells": 639,
        "syn_area_per_cell_um2": 9.20,
        "edf_count": 0,
        "yosys.stat.chipArea_um2": 5880,
        "postSynth.asyncResetShare_pct": 100,
        "yosysWarnings": 1,
    },
    "routing": {
        "drt-total-wl_um": 17300,
        "detail_route.iter0.violations": 239,
        "postRouteAntennaNets": 0,
        "dr.pass1.iters": 6,
        "antenna_cells": 0,
        "via_per_inst": 5.02,
        "wire_per_inst_um": 15.7,
        "vias": 5563,
        "drc": 0,
    },
    "final_timing": {
        "maxSlewHeadroom_pct": 60.7,
        "whs_ps": 398,
        "min_period_ps": 10630,
        "max_freq_mhz": 94.0,
        "slew_viol_final": 0,
        "max_slew.worst_pin.slew_ps": 589,
        "hold_viol_final": 0,
        "finalSetupViolations": 38,
        "worst_slack_ps": -9630,
        "timing.final.crit_share_pct": 1060,
        "rsz0062_at_grt": "yes",
    },
    "setup_path": {
        "end_kind": "flop",
        "critical_path_class": "input port to flop",
        "startpoint_type": "input port",
        "cp_slowest_cell": "or4b_4",
        "max_stage_delay_ps": 520,
        "path_common_cell": "ha_1",
        "crit_path_max_fanout": 7,
        "cp.required_ps": 1210,
        "crit_arrival_ps": 10850,
    },
    "final_layout": {
        "fillCellCount": 998,
        "drive_gt1_share_pct": 51.6,
        "final-comb-area_um2": 5440,
        "regArea_um2": 976,
        "area_growth_pct": 64.1,
        "final_core_util_pct": 68.4,
        "postLayoutCellArea_um2": 9650,
    },
    "flow_run": {
        "warnings": 36,
        "drv_cap": 0,
    },
    "outcome": {
        "status": "finished, violations left",
        "failed_checks": "negative setup slack",
    },
    "placement": {
        "hpwl_um": 13100,
        "gp_congestion": 0.903,
        "io_buffers": 57,
        "pre_cts_ws_ps": -10800,
        "place_area_um2": 8510,
    },
    "floorplanning": {
        "die_w_um": 123,
        "core_area_um2": 14100,
        "fp.dieH_um": 123,
        "dieArea_um2": 15200,
        "ios": 58,
        "initCoreUtil_pct": 41.7,
        "row_count": 43,
    },
    "worst_hold_path": {
        "hold_class": "input port to async pin",
    },
}
==> path summary, 6_finish.rpt <==
kind                        from        endpoint  slack [ps]  cells past startpoint
worst max-delay path        B[0]  F[4]$_DFF_PN0_       -9630                     53
worst min-delay path       n_rst  E[3]$_DFF_PN0_         400                      3
max in group asynchronous  n_rst  F[1]$_DFF_PN0_         430                      3
min in group clk0           B[0]  E[0]$_DFF_PN0_         430                      3
==> area by class of cell <==
type	count	share of cell area [%]
tap	180	2.33
inverter	93	4.18
timing repair buffer	299	25.2
multi-input combinational	489	56.4
sequential	39	10.1
clock buffer	6	1.44
clock inverter	2	0.363
==> critical path: cells and delay by family <==
kind	cells	cell delay [ps]
multiplexers	2	620
AND/OR/NAND/NOR	10	2250
adder cells (fa/ha/maj)	9	2430
XOR/XNOR	1	140
buffers and inverters	6	610
AND-OR/OR-AND	25	4590
==> cells by family (layout without fill, tap and decap cells) <==
family          after synthesis  after routing  synth area share [%]
compound gates              131            131                  15.9
flops                        39             39                  16.6
simple gates                155            155                  13.7
fa+ha+maj                   135            135                  35.6
buf+inv                     111            400                  7.41
xor+xnor                     56             56                  8.34
mux                          12             12                  2.47
==> what timing repair did <==
action | 4_1_cts | 5_1_grt
hold endpoints to repair | 39 | 0
hold buffers | 1 | 0
gates resized | 274 | 59
pin swaps | 80 | 53
cloned | 1 | 0
endpoints found under the setup margin | 78 | 39
setup buffers | 36 | 28
==> power groups by stage <==
stage / Clock, mW / Combinational (mW) / Sequential [mW]
after CTS: 1.95 / 13.5 / 2.32
after global routing: 2.03 / 15.9 / 2.38
final: 1.93 / 14.4 / 2.31
==> cell usage in the layout (no fill, tap or decap), types with 5 or more instances in the layout <==
master	n
a21o_1	11
a21oi_1	12
a21oi_2	20
and2_1	12
and2_4	9
buf_12	6
buf_2	43
buf_4	196
buf_6	39
clkbuf_16	5
dfrtp_1	39
dlygate4sd2_1	6
fa_1	45
fa_2	9
ha_1	46
ha_4	32
inv_1	69
inv_2	15
inv_4	5
mux2_4	7
nand2_1	38
nand2b_1	9
nand3_1	6
nor2_1	28
nor3_1	8
o21a_1	7
o21ai_1	6
o21ai_2	11
o31ai_1	5
xnor2_1	35
xnor2_2	7
xor2_1	14
==> state kept, by name (all words and copies together), names as in the netlist <==
register,count
C,9
F,8
E,15
D,7
==> Yosys cell counts (2+ instances only) <==
library cell / n / area share (%)
nand4_1: 3 / 0.32
a21boi_0: 6 / 0.77
o41ai_1: 3 / 0.45
a221oi_2: 2 / 0.51
or3_1: 2 / 0.21
and2_1: 20 / 2.1
nor2_1: 32 / 2.0
a2111o_1: 2 / 0.38
o21ai_0: 20 / 1.7
inv_1: 92 / 5.9
and3_1: 5 / 0.53
o211ai_1: 2 / 0.26
nor4_1: 3 / 0.32
fa_1: 54 / 18
o31ai_1: 11 / 1.4
a31oi_1: 3 / 0.32
a21oi_1: 33 / 2.8
a21o_1: 11 / 1.4
mux2_4: 4 / 1.0
a32oi_1: 2 / 0.30
nand2b_1: 10 / 1.1
nand2_1: 42 / 2.7
o21a_1: 7 / 0.89
a211oi_1: 6 / 0.77
xor2_1: 14 / 2.1
and2_2: 3 / 0.38
clkbuf_1: 15 / 0.96
xnor2_1: 42 / 6.3
ha_1: 81 / 17
dfrtp_1: 39 / 17
or2_2: 4 / 0.43
mux2_2: 4 / 0.77
and4b_1: 2 / 0.34
nor3_1: 8 / 0.68
mux2i_1: 4 / 0.68
nand3_1: 6 / 0.51
buf_6: 2 / 0.38
o21bai_1: 5 / 0.64
nor2b_1: 6 / 0.64
nor3b_1: 2 / 0.26
==> stage by stage <==
step | TNS (ps) | std cells
final | -116400 | 1108
after global routing | -122830 | 1108
after CTS | -114900 | 1082
after detailed placement | -142520 | 1038
after global placement | -140380 | 1038
after floorplan | -110750 | 639
==> layer usage <==
layer	track usage [%]	up-vias	share of wire [%]
li1	-	2735	-
met2	36.8	134	43
met3	3.72	14	5.1
met4	2.26	0	1.3
met1	40.1	2680	50
met5	0	-	0
No activity file was given, so power comes from the tool's default toggle rates.
