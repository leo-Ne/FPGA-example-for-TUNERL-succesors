==> design.v <==
module read_FIFO(
	input wire n_rst,
	input wire clk,		
	input wire clk_deg180,
	output reg re,		
	output reg rrst,	
	input  wire signed [7:0] trans_data,	
	input  wire full_flag,	
	input  wire empty_flag,	
	output reg 	signed [7:0] rd_data,
	output reg 		 rd_valid,
	output reg [3:0] cnt_leds=4'd0
);
parameter cnt_to_light_led = 102400;
parameter start = 0;
parameter stop = 255;
reg [3:0] leds = 4'd0;
reg [23:0] cnt_trans_data = 24'd0;
reg [7:0] count = 8'd0;
always@(posedge clk_deg180 or negedge n_rst) begin
	if(!n_rst) begin
		re   		<= 1'b0;	
		rd_valid 	<= 1'b0;		
		rrst 		<= 1'b1;			
	end	
	else begin	
		rrst 		<= 1'b0;
		if(empty_flag) begin		
			re				<= 1'b0;		
			rd_valid 		<= 1'b0;			
		end			
		else if(full_flag)begin		
			re				<= 1'b1;		
			rd_valid 		<= 1'b1;				
		end				
		else begin			
			re				<= re;		
			rd_valid 		<= rd_valid;		
		end
	end
end
always@(posedge clk or negedge n_rst) begin
	if(!n_rst) begin
		cnt_trans_data 	<=  24'd0;				
		rd_data			<= 8'd0;			
	end
	else begin 	
		if(re && cnt_trans_data != cnt_to_light_led) begin 				
			rd_data	<= trans_data; 		
			cnt_trans_data 	<=  cnt_trans_data + 24'd1;			
		end			
		else if(re && cnt_trans_data == cnt_to_light_led) begin		
			rd_data	<= trans_data; 		
			cnt_trans_data 	<=  24'd1;	
		end
	end		
end	
always@(posedge clk or negedge n_rst) begin
	if(!n_rst) begin
		cnt_leds <= 4'd0;	
	end
	else begin 		
		if(rd_data == count && cnt_trans_data == cnt_to_light_led )
			cnt_leds <= cnt_leds + 4'd1;										
	end
end
always@(posedge clk or negedge n_rst) begin
	if(!n_rst) begin
		count <= start;
	end		
	else begin	
		if(re && count < stop) begin	
			count <= count + 8'd1;
		end			
		else if(re && count ==  stop) begin		
			count <= start;
		end
	end
end
endmodule
==> run.sh <==
#!/bin/bash
# OpenROAD 26Q1-2900-gdf79404cd8, Yosys 0.63+post, stock flow scripts
make -C /OpenROAD-flow-scripts/flow DESIGN_CONFIG=/design/flow/config.mk WORK_HOME=/design/flow/orfs finish
==> config.mk <==
export PLATFORM = sky130hd
export DESIGN_NAME = read_FIFO
export DESIGN_NICKNAME = read_FIFO
export VERILOG_FILES = /design/flow/design.v
export SDC_FILE = /design/flow/constraint.sdc
export NUM_CORES = 4
export LEC_CHECK = 1
export CORE_UTILIZATION = 50
==> constraint.sdc <==
current_design read_FIFO

set clk_period 3.9
set clk_io_pct 0.2

create_clock -name clk0 -period $clk_period [get_ports {clk}]
create_clock -name clk1 -period $clk_period [get_ports {clk_deg180}]

set non_clock_inputs [all_inputs -no_clocks]
set_input_delay [expr $clk_period * $clk_io_pct] -clock clk0 $non_clock_inputs
set_output_delay [expr $clk_period * $clk_io_pct] -clock clk0 [all_outputs]
==> run summary <==
die height: 68.9 um
slowest stage cell, crit path: dfrtp_1
initial antenna violation count: 0
number of enable flip-flop cells: 0
Slew headroom: 0.628
Dominant Register Cell: dfrtp_1
Site Rows: 23
Cell Chain, Critical Path: buf_4, clkdlybuf4s50_1
TritonCTS clock tree: done
vias: 1602
first-pass GRT wire length: 6860 um
port bufs: 26
Synthesis Warnings: 1
chip area: 0.00474 mm2
DR pass1 iterations: 4
FFs w/ async S/R, synth: 1.00
Pleak: 0.00115 uW
Layout area overhead: 20.2%
YS chip area: 0.00223 mm2
Net Sw Frac: 0.291
Hold Path Cell Cnt: 1
GR Util All Layers: 0.201
vias per inst: 5.66
vias in the first global route: 1550
Mapped Area: 0.00223 mm2
io pins: 28
Sequential Power Share: 0.508
Unique masters post-synth: 40
hold buffer count at cts: 0
final slew viol count: 0
slowest cell delay on critical path: 530 ps
Crit. Startpoint: re$_DFFE_PN0P_
TNS Setup: 0 ps
yosys cell count: 197
worst-margin pin slew: 558 ps
Placer Congestion: 0.812
RSZ-0062 raised after global routing: false
status: completed
Setup CP Type: reg -> out
DR iter-0 viols: 93
Gates resized, CTS repair: 0
VDD IR max: 0.470 mV
Post-CTS Setup Bufs: 0
Avg Inst Size Synth: 11.3 um2
TritonCTS sink count: 46
Final Skew: 10.7 ps
count leader, synth: dfrtp_1
antenna diode count: 0
Total Power: 1260 uW
ANT nets after route: 0
Clk pwr share: 0.296
drt drc: 0
Comb pwr share: 0.196
CTS clk-pin slew, worst paths: 80 ps
setup violators final: 0
HPWL Detailed: 2880 um
GR Overflow Total: 0
worst r2r src: cnt_trans_data[0]$_DFFE_PN0P_
starting utilization of the core area: 0.539
share of the synthesized area in the top cell type: 0.504
wirelength, routed: 4110 um
sequential-to-total area share from yosys stat: 0.516
Hold Startpoint: cnt_leds[3]$_DFFE_PN0P_
Cell area leaders: dfrtp_1 50%, xnor2_1 11%, mux2_2 4.5%
number of synthesized register bits: 46
area leader, netlist: dfrtp_1
layout cells sized above 1: 0.142
Arrival @ worst endpoint: 1560 ps
core area: 0.00414 mm2
data required time of the worst path: 3120 ps
max-cap violation count: 0
Sw Pwr: 365 uW
top fanout value on the critical path: 20
largest net degree at the start of global routing: 47
Int Power: 892 uW
reg2reg path depth: 6
most instantiated cells after synthesis: 45 x dfrtp_1, 28 x xnor2_1, 18 x nand2_1
critical path startpoint category: register
power per cell area: 468 mW/mm2
Wirelength per Cell: 14.5 um
Cells after Synth: 197
Die W: 68.9 um
CP Capture Type: primary output
final hold violations: 0
R2R Setup Slk: 1910 ps
worst hold path type: reg -> reg
stage-log warning count: 28
==> layer usage <==
layer / up-vias / global-route usage / wire length [um]
met3: 8 / 0.0483 / 166
met4: 0 / 0.0306 / 50
li1: 777 / - / -
met2: 38 / 0.319 / 2040
met5: - / 0 / 0
met1: 779 / 0.297 / 1860
==> area by class of cell <==
type / count / area (um2)
fill: 331 / 1460
sequential: 46 / 1150
multi-input combinational: 142 / 1040
timing repair buffer: 28 / 270
clock buffer: 10 / 128
tap: 50 / 62.6
inverter: 5 / 18.8
clock inverter: 2 / 10.0
==> state kept, by name (all words and copies together) (netlist names) <==
signal,flops
re,1
cnt_trans_data,24
cnt_leds,4
rd_data,8
count,8
rrst,1
==> power groups by stage <==
stage	Sequential, uW	Clock, uW	Combinational (uW)
global route	655	405	279
finish	639	372	246
CTS	638	384	251
==> kinds of logic after synthesis <==
| family | Yosys count | synth area share |
|---|---|---|
| multiplexers | 10 | 0.0504 |
| flip-flops | 46 | 0.516 |
| adder cells (fa/ha/maj) | 4 | 0.0224 |
| XOR/XNOR | 34 | 0.133 |
| AND-OR/OR-AND | 17 | 0.0487 |
| buffers and inverters | 9 | 0.0174 |
| AND/OR/NAND/NOR | 76 | 0.211 |
| other | 1 | 0.00168 |
==> placed cells by master (no fill, tap or decap), types with 2 or more instances in the layout <==
master / count
clkbuf_8: 9
o21ai_0: 6
nor4_1: 6
nor4_4: 2
nand3_1: 8
nor4b_2: 2
and3_1: 4
nor3_1: 5
dfrtp_1: 45
clkdlybuf4s50_1: 25
clkinv_2: 2
nor2_1: 8
xor2_1: 6
xnor2_1: 28
mux2_2: 9
inv_1: 5
nand4_1: 14
nand4_2: 2
buf_4: 2
a21o_1: 2
a21oi_1: 2
nand2_1: 18
ha_1: 4
==> critical path: cells and delay by family (launching register included) <==
kind,cells,cell delay [ps]
buffers and inverters,2,820
flip-flops,1,530
==> stage by stage <==
stage | instance area (um2) | hold WS, ps | instances | setup WS (ps) | utilization
after detailed placement | 2550 | 460 | 271 | 1780 | 0.615
after floorplan | 2230 | 420 | 197 | 2100 | -
final | 2690 | 478 | 283 | 1560 | 0.648
after global placement | 2550 | 459 | 271 | 1800 | 0.615
after CTS | 2690 | 477 | 283 | 1540 | 0.648
after global routing | 2690 | 494 | 283 | 1460 | 0.648
==> path summary, 6_finish.rpt <==
kind	end
setup / recovery	re
hold / removal	cnt_leds[3]$_DFFE_PN0P_
setup reg to reg	cnt_leds[1]$_DFFE_PN0P_
hold reg to reg	cnt_leds[3]$_DFFE_PN0P_
max in group clk1	re$_DFFE_PN0P_
max in group asynchronous	rrst$_DFF_PN1_
min in group asynchronous	cnt_trans_data[15]$_DFFE_PN0P_
min in group clk1	re$_DFFE_PN0P_
No activity file was given, so power comes from the tool's default toggle rates.
