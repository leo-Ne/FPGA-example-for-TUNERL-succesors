[config.mk]
export PLATFORM = sky130hd
export DESIGN_NAME = write_FIFO
export DESIGN_NICKNAME = write_FIFO
export VERILOG_FILES = /design/flow/design.v
export SDC_FILE = /design/flow/constraint.sdc
export NUM_CORES = 4
export LEC_CHECK = 1
export CORE_AREA = 10 10 85 85
export DIE_AREA = 0 0 95 95
[design.v]
module write_FIFO(
	input wire n_rst,			 
	input wire clk,				 
 	input wire clk_deg180, 		 
	output reg			wrst,	
	output reg			we,				 
	output reg	[7:0]	trans_data,		 
	input  wire 		full_flag,		 
	input  wire 		empty_flag
);
parameter start = 0;
parameter stop  = 255;
reg [7:0] 	count = 8'd0;
integer cnt_trans_data = 0;
always@(posedge clk) begin
	trans_data <= count[7:0];
end
always@(posedge clk or negedge n_rst) begin
	if(!n_rst) begin
		count <= start;		
		wrst  <= 1'b1;	
	end		
	else begin		
		wrst <= 1'b0;
		if(we && count < stop) begin
			count <= count + 8'd1;	
		end			
		else if(we && count == stop ) begin		
			count <= start;
		end
	end
end
always@(posedge clk_deg180 or negedge n_rst) begin
	if(!n_rst) begin
		we <= 1'b1;	
	end		
	else if(full_flag) begin
		we <= 1'b0;			
	end
	else if(empty_flag) begin
		we <= 1'b1;	
		cnt_trans_data = cnt_trans_data + 1;
	end		
	else begin	
		cnt_trans_data = cnt_trans_data + 1;
	end
end		
endmodule	
[run.sh]
#!/bin/bash
# OpenROAD 26Q1-2900-gdf79404cd8, Yosys 0.63+post, stock flow scripts
make -C /OpenROAD-flow-scripts/flow DESIGN_CONFIG=/design/flow/config.mk WORK_HOME=/design/flow/orfs finish
[constraint.sdc]
current_design write_FIFO

set clk_period 1.3
set clk_io_pct 0.2

create_clock -name clk0 -period $clk_period [get_ports {clk}]
create_clock -name clk1 -period $clk_period [get_ports {clk_deg180}]

set non_clock_inputs [all_inputs -no_clocks]
set_input_delay [expr $clk_period * $clk_io_pct] -clock clk0 $non_clock_inputs
set_output_delay [expr $clk_period * $clk_io_pct] -clock clk0 [all_outputs]
==> run summary <==
Observations from the implementation run.

Yosys:
- The synth_stat.txt file lists the number of cells as 53.
- The run gives the main logic family after synthesis as simple AND/OR/NAND/NOR gates.
- In this run, the synthesized area fraction spent on xor and xnor cells is recorded as 0.0565.
- The run puts the total standard cell area after synthesis at 621 µm².
- The run gives the synthesized chip area reported by yosys as 621 µm².
- The run gives the total of warnings raised by yosys as 1.
- The run puts the mean cell area of the mapped netlist at 11.7 µm².
- The run gives the cell type with the largest total area after synthesis as dfrtp_1.
- The run gives the arithmetic-cell share of the synthesized area counting full adders, half adders and majority gates as 0.0202.
- The run puts the post-synthesis compound-gate area fraction at 0.0706.
- The run gives the post-synthesis cell count as 53.
- The share of synthesized area in the top cell type comes to 0.323.
- The run gives the simple-gate share of the synthesized area as 0.151.
- The run puts the mux cell area share after synthesis at 0.0161.
- The run gives the number of storage elements in the synthesis netlist as 18.
- The synthesis report lists the most area-consuming cells as dfrtp_1, dfxtp_1, dfstp_2.
- The run puts the fraction of the yosys area taken by sequential cells at 0.665.
- The run gives the number of distinct standard cells referenced by the synthesized netlist as 22.

Power:
- The run gives the cell area power density as 1950 mW/mm².
- The run puts the leakage power summed over all cells at 0.388 nW.
- In this run the VDD rail shows a maximum IR drop of 508 µV.

Setup path:
- The worst setup path is captured at an output port.
- The run gives the maximum single-stage delay on the critical path as 0.45 ns.
- The run gives the critical path buffer and inverter count as 1.
- The kind of cell with the highest combined delay along the critical path is buffers and inverters.
- The worst setup path is launched from a flop.
- Listed in order, past its start point the critical path passes clkdlybuf4s50_1.
- In this run the worst path has a maximum fanout of 1.
- The slowest stage of the critical path belongs to the cell clkdlybuf4s50_1.
- The run gives the required time at the endpoint of the critical path as 1.04 ns.
- The critical path is of the flop to output port type.
- STA lists the startpoint of the worst register-to-register path as count[0].
- The arrival time of data at the worst endpoint is listed as 1.01 ns.
- Tracing the worst setup path back leads to its startpoint at trans_data[2].

Global route:
- The run gives the wire length of the first global-routing pass as 2160 µm.
- The run puts the global router's overall resource usage at 0.0297.
- The run puts the via count of the first global-routing pass at 437.
- Entering global routing, the biggest net connects 11 pins.
- The run gives the initial antenna violation count as 0.
- The run puts the total congestion overflow at 0.

Cells and area:
- The run puts the synthesis-to-layout area growth at 51.0%.
- The run puts the fraction of layout cells with a size suffix above 1 at 0.216.
- The run gives the final cell count without fillers as 146.

Hold path:
- In this run the worst hold path is classified as input port to async pin.

Clocking:
- The clock passes through at most 2 buffers.
- The run puts the post-CTS clock slew at the launch and capture registers of the worst setup and hold paths at 0.06 ns.
- The run gives the clock buffer count from CTS as 3.
- The run gives the post-cts repair resize count as 2.
- CTS built an H-tree with a depth of 1.
- In this run the clock root is driven by a clkbuf_8.
- The run gives the number of buffers inserted for hold repair after clock tree synthesis as 0.
- The run puts the number of buffers inserted by post-CTS setup repair at 0.
- TritonCTS built the clock tree.

STA:
- The run gives the final setup violation count as 0.
- The run gives the number of slew-limit violations in the final report as 0.
- The run gives the accumulated negative setup slack as 0 ns.
- Between clock sinks in the finished design, the worst skew comes to 0.00436 ns.
- Counting endpoints that fail hold in the final report gives 0.

Status:
- The run finished with clean final reports.

Die:
- The run puts the row count at 27.
- The run gives the vertical die size as 95 µm.
- The run puts the number of placed I/O pins at 15.
- The run puts the starting utilization of the core area at 0.113.
- According to the floorplan report, the total die area is 0.00903 mm².
- The run gives the horizontal die size as 95 µm.
- In this run the standard cell core region covers 0.00547 mm².

Flow run:
- The run gives the number of warning messages in the logs as 27.
- The run gives the max-cap violation count as 0.

Drt:
- The run puts the post-detailed-route via-to-cell ratio at 3.19.
- Nets still carrying antenna violations after routing amount to 0.
- The run gives the number of inserted diodes as 0.
- The run puts the total number of vias at 466.
- After the first detailed-routing iteration, the DRC count stood at 25.
- For this run, design rule violations remaining after detail routing come to 0.
- The run gives the post-detailed-route wirelength per cell as 9.14 µm.
- For this run, the detailed router's first-pass iteration total came to 4.
- The run puts the wire length after detailed routing at 1330 µm.

Place:
- The run puts the global placement routability congestion at 0.751.
- The run puts the cell count after placement at 142.
- In this run the tool buffered the top-level ports with 13 buffer cells.
- Note, the detailed placer reported a final HPWL of 1040 µm.
final timing paths:
kind	endpoint	slack (ns)	cells after the start
max	trans_data[2]	0.03	1
min	count[3]	0.30	2
max reg2reg	count[5]	0.09	4
min reg2reg	trans_data[6]	0.41	0
max in group clk1	we	0.26	4
max in group asynchronous	we	0.51	2
min in group clk0	trans_data[6]	0.41	0
min in group clk1	we	0.79	2
layout make-up:
type / instances / area (µm²)
Fill cell: 609 / 4540
Clock buffer: 3 / 41.3
Inverter: 1 / 3.75
Multi-Input combinational cell: 33 / 206
Clock inverter: 1 / 5.00
Tap cell: 72 / 90.1
Sequential cell: 18 / 418
Timing Repair Buffer: 18 / 173
cell usage in the layout, fill, tap and decap left out, types with 2 or more instances in the layout:
master	netlist	layout
clkdlybuf4s50_1	0	8
xnor2_1	3	3
nand4_1	2	2
a31oi_1	2	2
dfxtp_1	8	4
nand3_1	6	6
nor2_1	4	3
dlymetal6s2s_1	0	3
buf_4	0	5
clkbuf_8	0	3
dlygate4sd2_1	0	2
nand2_1	5	5
dfxtp_2	0	4
dfstp_2	2	2
dfrtp_1	8	8
sequential cells by signal (all words and copies together) (netlist names):
signal / cells
count: 8
trans_data: 8
we: 1
wrst: 1
report_power, final:
part	switching [mW]	internal, mW
clock network	0.169	0.212
logic	0.185	0.325
registers	0.159	0.776
total	0.512	1.31
per-layer routing:
layer	global-route usage	wire [µm]	vias to the layer above
met4	0.00249	0	0
met2	0.0412	518	16
met3	0.0152	133	0
met1	0.0419	682	221
li1	-	-	229
met5	0	0	-
metrics by stage:
stage / setup WS (ns) / util / power, mW / area [µm²] / hold slack, ns
after floorplan: 0.137 / - / 1.11 / 621 / -0.0356
after global placement: 0.0598 / 0.160 / 1.46 / 873 / 0.412
after detailed placement: 0.0534 / 0.160 / 1.46 / 873 / 0.405
after CTS: 0.0107 / 0.168 / 1.84 / 917 / 0.308
after global routing: -0.00570 / 0.171 / 1.96 / 937 / 0.317
final: 0.0315 / 0.171 / 1.82 / 937 / 0.304
synthesized netlist by cell type, drive strengths merged:
cell    count
dfxtp       8
or3         1
nor2        4
nand3       6
mux2i       1
nand2       5
and3        1
xor2        1
inv         1
o221ai      1
buf         1
dfrtp       8
a31oi       2
a21oi       1
nand4       2
ha          1
o32a        1
o211ai      1
conb        1
dfstp       2
xnor2       3
nor3        1
cell families (layout without fill, tap and decap cells):
logic type / Yosys count / count (layout)
simple gates: 20 / 20
flops: 18 / 18
compound gates: 6 / 6
xor+xnor: 4 / 4
buf+inv: 2 / 23
fa+ha+maj: 1 / 1
other cells: 1 / 1
mux: 1 / 1
Power is estimated from default activity; no workload was simulated.
